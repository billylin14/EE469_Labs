==> design.v <==
module forwardingUnit ( input logic MOVsel, load, memWrite, memWriteEX,
								input logic [4:0] AaRF, AbRF, AwEX, AwMEM,
								output logic [1:0] DaSEL, DbSEL, ALUSEL);
	always_comb begin
		if (memWriteEX) 			begin 			DaSEL = 2'b10; end
		else if (AaRF == 5'b11111)	begin			DaSEL = 2'b10; end
		else if (MOVsel && AaRF == AwEX) begin	DaSEL = 2'b11; end
		else if (AaRF == AwEX)	begin				DaSEL = 2'b0;  end
		else if (AaRF == AwMEM)	begin	 			DaSEL = 2'b01; end
		else 							begin				DaSEL = 2'b10; end
		if (load | memWrite)		begin				ALUSEL = 2'b10; end
		else if (MOVsel && AaRF == AwEX) begin	ALUSEL = 2'b11; end
		else if (AbRF == 5'b11111)	begin			ALUSEL = 2'b10; end
		else if (AbRF == AwEX)	begin				ALUSEL = 2'b0;  end
		else if (AbRF == AwMEM)	begin				ALUSEL = 2'b01; end
		else 							begin				ALUSEL = 2'b10; end
		if (memWriteEX) begin 	
			if (AbRF == AwEX) begin 				DbSEL = 2'b11; end
			else begin 									DbSEL = 2'b10; end
		end
		else if (AbRF == 5'b11111)	begin			DbSEL = 2'b10; end
		else if (AbRF == AwEX)	begin				DbSEL = 2'b0;  end
		else if (AbRF == AwMEM)	begin				DbSEL = 2'b01; end
		else 							begin				DbSEL = 2'b10; end
	end
endmodule
==> run.sh <==
#!/bin/bash
# OpenROAD 26Q1-2900-gdf79404cd8, Yosys 0.63+post, stock flow scripts
make -C /OpenROAD-flow-scripts/flow DESIGN_CONFIG=/design/flow/config.mk WORK_HOME=/design/flow/orfs finish
==> config.mk <==
export PLATFORM = sky130hd
export DESIGN_NAME = forwardingUnit
export DESIGN_NICKNAME = forwardingUnit
export VERILOG_FILES = /design/flow/design.v
export SDC_FILE = /design/flow/constraint.sdc
export NUM_CORES = 4
export LEC_CHECK = 1
export CORE_AREA = 10 10 70 70
export DIE_AREA = 0 0 80 80
==> constraint.sdc <==
current_design forwardingUnit

set clk_period 2.2
set clk_io_pct 0.2

create_clock -name clk0 -period $clk_period

set non_clock_inputs [all_inputs -no_clocks]
set_input_delay [expr $clk_period * $clk_io_pct] -clock clk0 $non_clock_inputs
set_output_delay [expr $clk_period * $clk_io_pct] -clock clk0 [all_outputs]
==> reports/results.ini <==
[pwr]
combPwrFrac_pct = 100.0
power_density_mw_per_mm2 = 171
p_sw_share_pct = 40.7
vdd_ir_drop_max_v = 0.0000828
p_sw_uw = 64.8
pwr-share-clk_pct = 0
intPower_uw = 94.5
p_seq_share_pct = 0
leakagePower_uw = 0.000430

[finish]
clkbuf_count = 0
drive_above_1_share_pct = 61.0
lay_top_count = buf_4
fin_util_pct = 27.3
register_area_sq_um = 0
nFillCells = 370
area_growth_pct = 167
flop-count = 0
fin_area_sq_um = 932
mostFrequentLayoutCells = buf_4, buf_2, xnor2_2

[synth]
synth.distinct_cells = 18
yosysTopAreaCell = xnor2_1
synthTopCellsByArea = xnor2_1, xor2_1, nand3_1, mux2i_1, nor3_4
syn_area_per_cell_sq_um = 7.76
top_area_share_pct = 27.6
synth_warnings = 1
ys_area_sq_um = 349
ys_cells = 45
ys_seq_share_pct = 0
syn_area_sq_um = 349
synthCells = 45

[routing]
firstDrtPassIters = 2
drt_iter0_drc = 6
ant_nets = 0
antenna_cells = 0
wl_per_cell_um = 11.7
vias = 523
post_drt_via_cell_ratio = 3.58
drt-total-wl_um = 1700
drc = 0

[setup_path]
crit_type = in2out
path_depth = 8
cp-endpoint = DaSEL[1]
required_ps = 1760
critPathSlowestCell = a311o_1
worstSetupEndpointType = output pin
crit_fanout = 3
crit_start = AaRF[4]
critPathBufInv = 3
critical_path.max_stage_delay_ps = 270
start_kind = input port
path_cells = buf_8 -> xor2_2 -> nor3_2 -> nand3_1 -> buf_4 -> mux2i_1 -> a311o_1 -> buf_2
critPathArrivalTime_ps = 1720
crit_family = buffers and inverters

[floorplanning]
fp_util_pct = 10.2
pin_count = 30
die-area_sq_mm = 0.00640
core-area_sq_mm = 0.00342
die_y_um = 80
die_x_um = 80
rows = 21

[clocking]
holdBufCountCts = 0

[job]
max_cap_violations = 0
warning_count = 34

[global_route]
grt.total_usage_pct = 5.09
grt_max_degree = 5
grt_pass1_wl_um = 2670
antenna_found_initial = 0
gr-total-overflow = 0
first_global_vias = 588

[timing]
min_period_ps = 2160
worst_slew_pin_slew_ps = 246
drv_slew = 0
rsz0062_at_grt = yes
fin_hold_ws_ps = 1260
maxSlewHeadroom_pct = 83.6
hold_viol_final = 0
finalSetupViolCount = 0
tns_ps = 0
fin_crit_sh_pct = 98.3
timing.fmax_ghz = 0.462

[placed_design]
dp_hpwl_um = 1390
postPlaceCellArea_sq_um = 820
place.gp.congestion = 0.778
port-buffer-count = 30

[outcome]
status = completed

[min_path]
hold_class = in2out

[power groups by stage]
stage | Sequential (uW) | Clock [uW] | Combinational (uW)
CTS | 0 | 0 | 142
global route | 0 | 0 | 172
finish | 0 | 0 | 159
[worst min-delay path by stage]
| stage | endpoint | start | cells after the start | slack [ps] |
|---|---|---|---|---|
| 4_1_cts | DaSEL[0] | AaRF[4] | 4 | 1320 |
| 5_1_grt | DaSEL[0] | AaRF[4] | 4 | 1300 |
| 6_report | DaSEL[0] | AaRF[3] | 4 | 1260 |
[Yosys cell counts]
master and number:
nand2b_1 1, nor2_1 2, nor3_1 1, nand3_1 6, inv_1 1, nand4_1 2
a311o_1 1, nor3_4 1, a21boi_1 1, and3_1 2, xnor2_1 11, a21boi_0 1
o21a_1 1, xor2_1 9, mux2i_1 2, a311oi_1 1, and4_1 1, nor3_2 1
[timing repair]
| item | 4_1_cts | 5_1_grt |
|---|---|---|
| endpoints found under the setup margin | 6 | 6 |
| resized | 72 | 30 |
| buffers inserted | 10 | 1 |
| pin swaps | 18 | 14 |
[per-stage QoR]
stage                     power [uW]  cells  setup slack [ps]
after floorplan                 47.2     45               463
after global placement           135    136              -586
after detailed placement         137    136              -631
after CTS                        142    146             -20.8
after global routing             172    146             -31.2
final                            159    146              37.5
[cell families after synthesis]
family | after synthesis | synth area share [%]
AND/OR/NAND/NOR | 17 | 31.2
multiplexers | 2 | 5.73
buffers and inverters | 1 | 1.07
XOR/XNOR | 20 | 50.2
AND-OR/OR-AND | 5 | 11.8
[area by class of cell]
| type | instances | area [sq um] | area share [%] |
|---|---|---|---|
| inverter | 1 | 3.75 | 0.403 |
| multi-input combinational | 44 | 448 | 48.1 |
| timing repair buffer | 55 | 423 | 45.4 |
| tap | 46 | 57.6 | 6.17 |
[per-layer routing]
| layer | GRT usage (%) | wire length [um] | vias up |
|---|---|---|---|
| met5 | 0 | 0 | - |
| met4 | 0.176 | 0 | 0 |
| met3 | 2.27 | 156 | 0 |
| met2 | 6.82 | 648 | 21 |
| met1 | 7.56 | 898 | 231 |
| li1 | - | - | 271 |
No activity file was given, so power comes from the tool's default toggle rates.
